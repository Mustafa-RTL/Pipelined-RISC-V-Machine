==> design.v <==
module forwarding_unit(
input [4:0]ID_EX_Rs1, 
input [4:0]ID_EX_Rs2,
input [4:0]EX_MEM_Rd,
input [4:0] MEM_WB_Rd,
input EX_MEM_regwrite,
input MEM_WB_regwrite,
output reg[1:0]forwardA,
output reg [1:0]forwardB);
always @(*) begin
	forwardA = 2'b00;
	forwardB = 2'b00;
	if(MEM_WB_regwrite && (MEM_WB_Rd !=0) && (MEM_WB_Rd == ID_EX_Rs1) && (EX_MEM_Rd == ID_EX_Rs1) && !(EX_MEM_regwrite!=0 && EX_MEM_Rd !=0))
		forwardA = 2'b01;
	if(MEM_WB_regwrite &&( MEM_WB_Rd !=0) && (MEM_WB_Rd == ID_EX_Rs2) && (EX_MEM_Rd == ID_EX_Rs2) && !(EX_MEM_regwrite!=0 && EX_MEM_Rd !=0))
		forwardB = 2'b01;
	if(EX_MEM_regwrite &&( EX_MEM_Rd !=0) && (EX_MEM_Rd == ID_EX_Rs1))
		forwardA = 2'b10;
	if(EX_MEM_regwrite && (EX_MEM_Rd !=0) && (EX_MEM_Rd == ID_EX_Rs2))
		forwardB = 2'b10;
end
endmodule
==> run.sh <==
#!/bin/bash
# OpenROAD 26Q1-2900-gdf79404cd8, Yosys 0.63+post, stock flow scripts
make -C /OpenROAD-flow-scripts/flow DESIGN_CONFIG=/design/flow/config.mk WORK_HOME=/design/flow/orfs finish
==> config.mk <==
export PLATFORM = sky130hd
export DESIGN_NAME = forwarding_unit
export DESIGN_NICKNAME = forwarding_unit
export VERILOG_FILES = /design/flow/design.v
export SDC_FILE = /design/flow/constraint.sdc
export NUM_CORES = 4
export LEC_CHECK = 1
export CORE_AREA = 10 10 70 70
export DIE_AREA = 0 0 80 80
==> constraint.sdc <==
current_design forwarding_unit

set clk_period 2.7
set clk_io_pct 0.2

create_clock -name clk0 -period $clk_period

set non_clock_inputs [all_inputs -no_clocks]
set_input_delay [expr $clk_period * $clk_io_pct] -clock clk0 $non_clock_inputs
set_output_delay [expr $clk_period * $clk_io_pct] -clock clk0 [all_outputs]
==> flow_summary.yaml <==
# flow metrics
status:
  status: "complete, no violations"
die:
  io_pins: 26
  fp_util_pct: 8.21
  die_area_mm2: 0.00640
  fp.dieH_um: 80
  die_w_um: 80
  coreArea_mm2: 0.00342
  rows: 21
place:
  placed_area_um2: 681
  dp_cells: 119
  pre_cts_slack_ps: -318
  place.gp.congestion: 0.742
  io_buffer_count: 26
min_path:
  hold_class: "in2out"
finish:
  syn_to_final_growth_pct: 149
  fillers: 379
  flops: 0
  final_cells: 119
  layout.cells.most_common: "clkdlybuf4s50_1"
  post-route-util_pct: 20.4
  lay_top_cells: "clkdlybuf4s50_1, xor2_1, buf_4"
  design_area_um2: 698
  flop_area_um2: 0
  drive_gt1_share_pct: 20.5
  nClkBuffers: 0
setup_path:
  required_ps: 2160
  slowest_stage: "or4_1"
  arrival_ps: 2050
  critPathCapture: "forwardA[0]"
  path_buffers: 2
  path_max_fanout: 3
  worst_setup_path_end_kind: "output pin"
  crit_family: "buffers and inverters"
  slowest_delay_ps: 570
  startpoint: "MEM_WB_Rd[1]"
  critical_path_class: "in2out"
  path_cells: "clkdlybuf4s50_1 > or4_1 > o211ai_2 > nor3_1 > dlygate4sd2_1"
  worstSetupStartpointType: "input pin"
  worstSetupPathDepth: 5
synth:
  yosysTopAreaCell: "xor2_1"
  yosysCellCount: 36
  synthCells: 36
  yosys-stat-area_um2: 280
  synth_top_area_share_pct: 37.5
  area_leaders: "xor2_1, xnor2_1, nor3_1"
  ys_seq_share_pct: 0
  ys_warn_count: 1
  ys_types: 9
  syn-cell-area_um2: 280
  avgSynthCellArea_um2: 7.79
final_timing:
  final.hold.worst_slack_ps: 1740
  relSlewSlack_pct: 87.0
  final_hold_viol_count: 0
  clock.fmax_mhz: 386
  setup_viol: 0
  drv_slew: 0
  setup_slack_ps: 108
  finalCritPeriodShare_pct: 96.0
  fin_crit_ps: 2590
  tns_ps: 0
  rsz0062_at_grt: "no"
  worstMarginPinSlew_ps: 193
drt:
  finalWirelength_um: 1260
  drt_iter0_drc: 7
  viasPerCell: 3.23
  firstDrtPassIters: 3
  drcViolationCount: 0
  wl_per_cell_um: 10.6
  ant_nets: 0
  diodes: 0
  num_vias: 384
clock_network:
  cts_hold_buf: 0
  postCtsSetupBuffers: 0
job:
  drv_cap: 0
  tool_warnings: 32
pwr:
  p_leak_nw: 0.310
  power_density_mw_per_mm2: 127
  power.total_mw: 0.0888
  peakVddDrop_v: 0.0000167
global_route:
  grt_first_pass_wirelength_um: 1950
  grt_pass1_vias: 424
  grt_max_degree: 4
  antenna_found_initial: 0
  grt_util_all_layers_pct: 3.76
  overflow: 0
tightest hold or removal path, delay by kind of cell:
kind	cells	cell delay, ps
XOR/XNOR	1	60
buffers and inverters	3	470
AND/OR/NAND/NOR	2	130
worst min path at each step:
stage	from	to	slack (ps)	cells after the start
finish	ID_EX_Rs1[3]	forwardA[0]	1740	6
global route	EX_MEM_Rd[1]	forwardB[0]	1790	6
CTS	EX_MEM_Rd[3]	forwardA[0]	1860	6
cells by family after synthesis:
logic type | synth area share (%)
AOI/OAI and AO/OA | 10.3
xor gates and xnor gates | 62.5
and+or+nand+nor | 27.2
Yosys cell counts, drive strengths merged:
cell type	count
xor2	12
xnor2	8
nor3	6
nand3	4
nor2	2
or4	2
o211ai	1
o21ai	1
final cells by class:
| type | count | area [um^2] | share of cell area [%] |
|---|---|---|---|
| timing repair buffer | 37 | 355 | 50.9 |
| multi-input combinational | 36 | 285 | 40.9 |
| tap | 46 | 57.6 | 8.24 |
per-layer routing:
metal | vias to the layer above | GRT usage (%) | part of all wire (%)
met5 | - | 0 | 0
met3 | 0 | 1.25 | 11
met2 | 11 | 8.27 | 58
li1 | 199 | - | -
met4 | 0 | 0 | 0
met1 | 174 | 3.23 | 31
where the power goes:
part | switching, mW | total [mW] | internal (mW)
clock | 0 | 0 | 0
combinational | 0.0328 | 0.0888 | 0.0560
sequential | 0 | 0 | 0
repair_timing:
| item | in CTS | in global routing |
|---|---|---|
| pin swaps | 4 | 8 |
| resized | 6 | 7 |
| endpoints found under the setup margin | 4 | 3 |
Power and IR drop assume default switching activity.
