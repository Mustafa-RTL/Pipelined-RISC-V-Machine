==> flow/design.v <==
`timescale 1ns / 1ps
module Memory(
input clk,
input [31:0]addr,				 
input MemWrite,
input MemRead,
input HalfOperation,			 
input ByteOperation,			 
input tick_tock,				 
input [31:0] data_write,
output reg [31:0] data_read); 	 
reg [7:0] mem [0:255];
initial begin
mem[0]= 8'b11111111;
mem[1]= 8'b01010100;
mem[2]= 8'b00000001;
mem[3]= 8'b00000010;
mem[4]= 8'b00000100;
mem[5]= 8'b00001000;
mem[6]= 8'b00010000;
mem[7]= 8'b10000010;
mem[8]= 8'b01000100;
mem[9]= 8'b00101000;
mem[10]= 8'b01010110;
mem[11]= 8'b00011100;
mem[12]= 8'b01111010;
end
always @(posedge clk) begin
	if(tick_tock) begin	
		if(MemWrite & ~MemRead)
			if(!HalfOperation && !ByteOperation) begin  
		   		mem[addr] <= data_write[7:0];
		   		mem[addr+1] <= data_write[15:8];
		   		mem[addr+2] <= data_write[23:16];
		   		mem[addr+3] <= data_write[31:24];
			end
		else
			if(HalfOperation)begin
				mem[addr] <=  { data_write[7:0]};
				mem[addr+1] <=  { data_write[15:8]};
			end	
			else	 
				mem[addr] <=  {data_write[7:0]};
	end
end
always @(*) begin
	if(tick_tock)
		if(MemRead & ~MemWrite)
			if(!HalfOperation && !ByteOperation)  
		   		data_read = {mem[addr+3] , mem[addr+2], mem[addr+1], mem[addr]};
			else if(HalfOperation)  
				data_read = {16'd0,mem[addr+1],mem[addr]};
			else	 
				data_read = {24'd0,mem[addr]};
		else
			data_read = 32'b0;
	else
		data_read = {mem[addr+3],mem[addr+2],mem[addr+1],mem[addr]};
end
endmodule
==> flow/run.sh <==
#!/bin/bash
# OpenROAD 26Q1-2900-gdf79404cd8, Yosys 0.63+post, stock flow scripts
make -C /OpenROAD-flow-scripts/flow DESIGN_CONFIG=/design/flow/config.mk WORK_HOME=/design/flow/orfs finish
==> flow/config.mk <==
export PLATFORM = sky130hd
export DESIGN_NAME = Memory
export DESIGN_NICKNAME = Memory
export VERILOG_FILES = /design/flow/design.v
export SDC_FILE = /design/flow/constraint.sdc
export NUM_CORES = 4
export LEC_CHECK = 1
export CORE_UTILIZATION = 30
==> flow/constraint.sdc <==
current_design Memory

set clk_period 87.8
set clk_io_pct 0.2

create_clock -name clk0 -period $clk_period [get_ports {clk}]

set non_clock_inputs [all_inputs -no_clocks]
set_input_delay [expr $clk_period * $clk_io_pct] -clock clk0 $non_clock_inputs
set_output_delay [expr $clk_period * $clk_io_pct] -clock clk0 [all_outputs]
==> results_slide.txt <==
Synthesis and Place & Route Summary

Outcome
  • Status: finished with violations
  • Failing checks: max-capacitance violations, max-slew violations

Synth
  • YS warnings: 1
  • Dominant flop cell: edfxtp_1
  • Asr flop ratio synth: 0%
  • Post-Syn Instances: 18700
  • Library cells used by synthesis: about 87
  • Synth Seq Share: a little under a third
  • Post-synth EDFFs: 2048
  • Mapped Avg Cell Area: ~11 µm²
  • Post-synthesis instance area: 202000 µm²
  • Ys cells: 18700
  • YS chip area: between 200000 and 250000 µm²
  • Post-synth regs: 2048

Finish
  • P&R area growth vs syn: 11.3%
  • Filler cell count: 65725
  • Biggest register: mem
  • Max FFs per register: 2048
  • Largest regs: mem: 2048 flops
  • Layout cell share with drive strength beyond 1: 25.8%

Die
  • # IOs: 102
  • Die y size: 822 µm
  • Core Area: 669000 µm²
  • Initial Util: 30.2%
  • Chip area: 676000 µm²
  • Die X-Extent: 822 µm
  • Row cnt: 300

Global routing
  • GRT overflow: 0
  • Largest net degree at the start of global routing: between 80 and 90
  • Global-route wire length before repair: 1730000 µm
  • Vias in the first global route: 176850
  • GR Util All Layers: 40.0%
  • Antenna violations before repair: between 200 and 250

Clock tree
  • H-tree levels: 5
  • Clock root buffer: clkbuf_16
  • Post-cts sizing count: 0
  • Clock-pin slew on the worst setup and hold paths: ~0.050 ns
  • CTS buffer count: 280
  • Clock sinks: about 2000
  • Postcts setup bufs: 0
  • CTS hold repair buffers: 0
  • CTS tree: built
  • Deepest clock path buffer count: 4

Place
  • Pre-CTS setup slack: 44.03 ns
  • Buffers on Ports: between 70 and 80
  • Post-DP HPWL: 926000 µm
  • GP Congestion: 1.11

Final timing
  • Final Hold Viols: 0
  • Least-Margin Pin Slew: ~1.6 ns
  • Fin Setup TNS: 0 ns
  • Slew Limit Fails: 13
  • Slew Limit Headroom: -7.38%
  • Minimum clock period: about 44 ns
  • Crit share post-route: 50.3%
  • Final worst setup slack: 43.60 ns
  • RSZ-0062 raised after global routing: false
  • WHS: roughly 17 ns
  • F_max: 0.0226 GHz
  • Final setup viols: 0

Job
  • Tool Warnings: around 61
  • Maxcap violations: 3

Min path
  • Hold Path Class: in -> reg
  • Hold endpoint: mem[66][3]
  • Origin of the worst min-delay path: data_write[27]
  • Worst hold path depth: 2

Worst setup path
  • Peak fanout along the critical path: slightly below 70
  • Critical Path Start Type: input pin
  • CP max stage cell: nor4_1
  • CP delay by family, top: buffers and inverters
  • Critical path endpoint category: output port
  • Cell Chain, Critical Path: buf_16 -> buf_4 -> buf_4 -> buf_4 -> buf_4 -> buf_12 -> buf_4 -> buf_4 -> mux4_2 -> mux4_2 -> a22o_1 -> nor4_1 -> buf_4 -> o21ai_1 -> buf_4 -> clkdlybuf4s50_1
  • CP Data Arrival Time: roughly 27 ns
  • CP most frequent cell: buf_4
  • Crit Path Class: in -> out
  • Worst endpoint required time: 70.24 ns
  • Delay of the slowest cell on the worst path: 1.32 ns
  • Crit path buffers/inverters: 11

Power and ir drop
  • VDD IR max: 0.0000143 V
  • PwrDens: 14.0 nW/µm²
  • LEAKAGE: 89.3 nW

Route
  • Final wirelength: about 1300000 µm
  • Remaining antenna violation count: 0
  • DR vias: 191409
  • DR DRC count: 0
  • Initial detailed-routing violation count: 22259
  • Pre-antenna DRT Iters: 9
  • WL/cell: roughly 48 µm
  • Vias per cell: 6.95
final cells by class:
class	count	area (µm²)	share of cell area [%]
timing repair buffer	1327	10600	4.73
inverter	7	35.0	0.0156
clock buffer	334	7290	3.25
sequential	2048	61500	27.4
antenna	389	973	0.434
clock inverter	170	1760	0.783
tap	8909	11100	4.96
multi-input combinational	14361	131000	58.4
cells in the mapped netlist (137+ instances only):
cell type	number	area share [%]
buf_1	137	0.25
o2111ai_1	138	0.60
a21o_1	1538	5.7
buf_2	615	1.5
a211oi_1	1602	6.0
mux2_2	520	2.9
a21oi_1	686	1.7
mux2i_1	2497	12
buf_4	150	0.56
mux4_2	2040	23
nand3_1	342	0.85
edfxtp_1	2048	30
clkbuf_1	1343	2.5
nand2_1	1268	2.4
nor2_1	2508	4.7
metrics by stage:
step,std cells,util (%),area [µm²],power [mW]
2_1_floorplan,18700,-,202000,1.52
3_3_place_gp,26651,32.1,214000,1.91
3_5_place_dp,26651,32.1,214000,1.91
4_1_cts,27155,33.4,224000,3.09
5_1_grt,27289,33.5,224000,3.16
6_report,27545,33.6,225000,3.15
how the worst max path moves through the flow:
stage           start             to  cells after the start
finish        addr[0]  data_read[20]                     16
global route  addr[0]  data_read[20]                     16
CTS           addr[0]  data_read[20]                     16
kinds of logic (layout without fill, tap and decap cells):
group                      Yosys count  after routing  share of synthesized area [%]
muxes                             5058           5058                           38.1
AOI/OAI and AO/OA                 4684           4684                           16.6
and+or+nand+nor                   4581           4581                           9.50
buffers and inverters             2291           1838                           5.07
DFF                               2048           2048                           30.5
xor gates and xnor gates            28             28                          0.136
adders and majority gates           10             10                         0.0620
other                                0            389                              0
metal layers:
metal  GRT usage, %  wire length, µm  vias to the layer above
met2           50.7           521000                    17218
li1               -                -                    73254
met1           43.2           425000                    96080
met4           29.9           128000                      232
met3           31.7           246000                     4625
met5           11.3             7240                        -
cells in the final DEF (no fill, tap or decap), types with 134 or more instances in the layout:
cell,n
a211oi_1,1591
a21o_1,1538
a21oi_1,682
buf_4,1228
clkbuf_16,284
diode_2,389
edfxtp_1,2048
mux2_2,520
mux2i_1,2497
mux4_2,2040
nand2_1,1234
nand2_2,134
nand3_1,340
nor2_1,2440
o2111ai_1,137
power breakdown:
group	leakage (nW)	internal (mW)	switching (mW)	total, mW
Sequential	18.4	1.08	0.00239	1.08
Combinational	66.4	0.266	0.603	0.870
Clock	4.41	0.669	0.533	1.20
Total	89.3	2.01	1.14	3.15
No activity file was given, so power comes from the tool's default toggle rates.
